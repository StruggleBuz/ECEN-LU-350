`./constraint.sdc`:
```
current_design DataMemory

set clk_period 66.6
set clk_io_pct 0.2

create_clock -name clk0 -period $clk_period [get_ports {Clock}]

set non_clock_inputs [all_inputs -no_clocks]
set_input_delay [expr $clk_period * $clk_io_pct] -clock clk0 $non_clock_inputs
set_output_delay [expr $clk_period * $clk_io_pct] -clock clk0 [all_outputs]
```
`./config.mk`:
```
export PLATFORM = sky130hd
export DESIGN_NAME = DataMemory
export DESIGN_NICKNAME = DataMemory
export VERILOG_FILES = /design/flow/design.v
export SDC_FILE = /design/flow/constraint.sdc
export NUM_CORES = 4
export LEC_CHECK = 1
export CORE_UTILIZATION = 30
```
`./run.sh`:
```
#!/bin/bash
# OpenROAD 26Q1-2900-gdf79404cd8, Yosys 0.63+post, stock flow scripts
make -C /OpenROAD-flow-scripts/flow DESIGN_CONFIG=/design/flow/config.mk WORK_HOME=/design/flow/orfs finish
```
`./design.v`:
```
`timescale 1ns / 1ps
module DataMemory(ReadData, Address, WriteData,MemoryRead, MemoryWrite, Clock); 
    input [63:0] Address, WriteData; 
    input MemoryRead, MemoryWrite, Clock; 
    output [63:0] ReadData; 
		reg[63:0] Memory[63:0]; 
		reg[63:0] ReadData;
	always @(negedge Clock)begin  
		if(MemoryWrite) Memory[Address] <= #20 WriteData;
	end
	always @(posedge Clock) begin  
		if(MemoryRead) ReadData <= #20 Memory[Address];
	end
endmodule
```
==> results.json <==
{
  "result_of_the_run": "finished, final reports clean",
  "max_cap_violations": 0,
  "finalHoldViolCount": 0,
  "route.detailed.drc": 0,
  "mostFrequentLayoutCell": "inv_1",
  "placement_rows": 264,
  "worst-slew-pin-transition_ns": 1.30,
  "worst_ep_required_time_ns": 33.88,
  "synth-cells-yosys": 8324,
  "hpwlAfterDp_um": 278000,
  "logic_area_um2": 29500,
  "chipHeight_um": 724,
  "net-switching-power_uw": 1830,
  "synth_chip_area_um2": 157000,
  "cts.sink_count": 4160,
  "internal_power_uw": 4800,
  "finClkSkew_ns": 0.0743,
  "power.density_cell_area_nw_per_um2": 33.6,
  "grt_use_total_pct": 19.9,
  "vias_per_cell": 5.02,
  "postRouteAntennaNets": 0,
  "fillCellCount": 45456,
  "yosys_register_bits": 4160,
  "synth.yosys.warnings": 1,
  "edff_count_synth": 4160,
  "die_width_um": 724,
  "unrepaired_setup_endpoints_after_global_routing": "false",
  "root_buffer": "clkbuf_16",
  "critPathLaunchType": "primary input",
  "detail_route.wl_per_cell_um": 24.7,
  "synth-seq-area-share_pct": 79.8,
  "path_clk_slew_ns": 0.06,
  "min-delay-path-class": "in2reg",
  "cts_buffer_depth": 4,
  "finalMaxSlewViolations": 0,
  "cts_tree": "built",
  "most-common-layout-cells": "inv_1, edfxtp_1, a22oi_1, a221oi_1, mux2i_1",
  "sequence_of_cells_on_the_critical_path": "buf_8 > buf_4 > and2_4 > buf_4 > nand3_1 > buf_4 > nor2_4 > buf_4 > buf_4",
  "ratio_of_cells_with_drive_above_1_in_the_final_layout_pct": 11.8,
  "timing.critical_path.mode_cell": "buf_4",
  "register_area_um2": 125000,
  "syn_to_final_growth_pct": 26.0,
  "port_buffers": 136,
  "post-cts-setup-buffers": 0,
  "top_ports": 195,
  "timing.max_slew.rel_slack_pct": 13.5,
  "detail_route.wirelength_um": 494000,
  "sequentialPowerShare_pct": 44.3,
  "coreArea_um2": 518000,
  "setup_violations": 0,
  "worstSetupPathType": "in2reg",
  "drtIter0Drc": 6952,
  "ys_async_sr_fraction_pct": 0,
  "wire_length_of_the_first_global_routing_pass_um": 703000,
  "path_max_fanout": 49,
  "overflow": 0,
  "cp.arrival_ns": 17.62,
  "crit_path_max_incr_delay_ns": 0.62,
  "clock_tree.htree_level_count": 5,
  "gpl.final_weighted_congestion": 0.901,
  "grt_start_max_net_pins": 104,
  "finish.utilization_pct": 38.1,
  "power_frac_clock_pct": 51.3,
  "fp-utilization_pct": 30.2,
  "pwr-share-comb_pct": 4.5,
  "final.setup.tns_ns": 0,
  "cts_hold_buffers": 0,
  "yosysUniqueCellTypes": 58,
  "mappedNetlistArea_um2": 157000,
  "worstSetupEndpointType": "flop",
  "drt_pre_antenna_iters": 8,
  "dominantRegCellSynth": "edfxtp_1",
  "syn_area_per_cell_um2": 18.8,
  "grt_pass1_vias": 114992,
  "clock_latency_ns": 1.00,
  "critical-path-slowest-cell": "buf_4",
  "warning_count": 1088,
  "swShare_pct": 27.6,
  "cts_buffers": 421,
  "design.die.area_um2": 525000,
  "cts_resized": 0,
  "antenna_found_initial": 31,
  "syn_inst": 8324,
  "via_count": 100609,
  "power.leakage_uw": 0.0786,
  "maximum_vdd_drop_mv": 0.0229
}
## cell type report
type | count | share of cell area, %
inverters | 5 | 0.0209
repair buffers | 554 | 2.16
flip-flops and latches | 4160 | 63.3
clock buffers | 434 | 5.49
diodes | 5 | 0.00634
multi-input cells | 3540 | 15.0
well taps | 6916 | 4.38
clock inverters | 4425 | 9.67
## routing by layer
layer | part of all wire, % | vias to the layer above | track usage [%]
li1 | - | 44124 | -
met1 | 30 | 47539 | 17.7
met2 | 45 | 7671 | 27.8
met3 | 20 | 1221 | 20.1
met4 | 4.8 | 54 | 10.7
met5 | 0.30 | - | 2.49
## through the flow
stage	power (µW)	cells	cell area, µm²	hold WS, ns	setup WS, ns
after floorplan	3460	8324	157000	13.43	15.38
after global placement	3620	15176	167000	13.92	15.44
after detailed placement	3630	15176	167000	13.92	15.42
after CTS	6720	20034	197000	12.87	16.42
after global routing	7040	20034	197000	12.93	16.19
final	6630	20039	197000	12.89	16.26
## cells in the mapped netlist (89+ instances only)
cell | number | area, µm²
edfxtp_1 | 4160 | 125000
a22oi_1 | 600 | 4500
a221oi_1 | 481 | 4210
mux2i_1 | 480 | 4800
o22ai_1 | 363 | 2270
clkbuf_1 | 316 | 1190
nor2_1 | 228 | 856
a21oi_1 | 227 | 1140
buf_2 | 202 | 1010
mux4_2 | 163 | 3670
nand2_1 | 160 | 601
mux2_2 | 96 | 1080
o21ai_0 | 89 | 445
## power groups by stage
| stage | clock network [µW] | registers [µW] | logic [µW] |
|---|---|---|---|
| final | 3400 | 2940 | 297 |
| after CTS | 3490 | 2930 | 296 |
| after global routing | 3790 | 2930 | 315 |
## path summary, 6_finish.rpt
| check | start | endpoint | slack (ns) | cells past startpoint |
|---|---|---|---|---|
| hold / removal | MemoryRead | ReadData[0]$_DFFE_PP_ | 12.89 | 1 |
| hold reg to reg | Memory[7][3]$_DFFE_NP_ | ReadData[3]$_DFFE_PP_ | 34.08 | 4 |
| setup reg to reg | Memory[62][41]$_DFFE_NP_ | ReadData[41]$_DFFE_PP_ | 30.21 | 5 |
| setup / recovery | Address[1] | Memory[55][25]$_DFFE_NP_ | 16.26 | 9 |
## critical path: cells and delay by family
kind                   cells  cell delay [ns]
buffers and inverters      6             3.00
AND/OR/NAND/NOR            3             1.08
## cell families after synthesis
family / Yosys count / synth area share, %
flip-flops: 4160 / 79.8
AND-OR/OR-AND: 2258 / 10.8
multiplexers: 740 / 6.11
buffers and inverters: 624 / 1.78
AND/OR/NAND/NOR: 542 / 1.53
## sequential cells by signal, indices dropped and copies added, names as in the netlist
signal and flops:
Memory 4096, ReadData 64
Power is estimated from default activity; no workload was simulated.
