**flow/constraint.sdc**
```tcl
current_design NextPClogic

set clk_period 45.6
set clk_io_pct 0.2

create_clock -name clk0 -period $clk_period

set non_clock_inputs [all_inputs -no_clocks]
set_input_delay [expr $clk_period * $clk_io_pct] -clock clk0 $non_clock_inputs
set_output_delay [expr $clk_period * $clk_io_pct] -clock clk0 [all_outputs]
```
**flow/design.v**
```verilog
`timescale 1ns / 1ps
module NextPClogic (NextPC, CurrentPC, SignExtImm64, Branch, ALUZero, Uncondbranch ) ;
	input [63:0] CurrentPC , SignExtImm64;
	input Branch , ALUZero , Uncondbranch;
	output reg [63:0] NextPC;
	reg [63:0] NextPCNormal, NextPCBranch, SignExtShiftImm64;
	reg and0;
		always @(*)begin
			#2 SignExtShiftImm64 = SignExtImm64 << 2;  
				NextPCNormal = CurrentPC + 4;  
				#2 NextPCBranch = CurrentPC + SignExtShiftImm64; 
				and0 = Branch && ALUZero; 
				#1 NextPC = (and0 || Uncondbranch) ? NextPCBranch : NextPCNormal; 
		end
endmodule 
```
**flow/config.mk**
```make
export PLATFORM = sky130hd
export DESIGN_NAME = NextPClogic
export DESIGN_NICKNAME = NextPClogic
export VERILOG_FILES = /design/flow/design.v
export SDC_FILE = /design/flow/constraint.sdc
export NUM_CORES = 4
export LEC_CHECK = 1
export CORE_AREA = 10 10 124 124
export DIE_AREA = 0 0 134 134
```
**flow/run.sh**
```bash
#!/bin/bash
# OpenROAD 26Q1-2900-gdf79404cd8, Yosys 0.63+post, stock flow scripts
make -C /OpenROAD-flow-scripts/flow DESIGN_CONFIG=/design/flow/config.mk WORK_HOME=/design/flow/orfs finish
```
==> impl_metrics.tcl <==
# flow metrics
set metrics [dict create \
    status "complete, no violations" \
    die_y_um 134 \
    drtIter0Drc 237 \
    worstHoldPathType "primary input to output pin" \
    wl_per_cell_um 16.3 \
    warning_count 34 \
    fmax_mhz 42.1 \
    rsz0062_at_grt "no" \
    slew_headroom_pct 55.5 \
    antenna_left 0 \
    die_w_um 134 \
    ios 195 \
    yosysTopAreaCellShare_pct 18.6 \
    synth_seq_share_pct 0 \
    drive_gt1_share_pct 2.40 \
    ctsResizeCount 0 \
    drt_first_pass_iters 5 \
    yosysChipArea_mm2 0.00410 \
    area.growth.synth_to_final_pct 48.4 \
    viasPerCell 5.19 \
    fin_ws_ns 21.87 \
    netSwitchingPower_uw 40.7 \
    n_clock_buffer 0 \
    coreArea_mm2 0.0127 \
    final-hold-violation-count 0 \
    postLayoutCoreUtil_pct 48.0 \
    place_ws_ns 21.92 \
    path_max_fanout 62 \
    setup.worst_path.start_class "primary input" \
    period_used_pct 52.0 \
    p_per_area_mw_per_mm2 15.8 \
    syn_inst 595 \
    regArea_um2 0 \
    intPower_uw 55.5 \
    drt_wl_total_mm 15.0 \
    layout_top_cell "clkdlybuf4s50_1" \
    layout_min_cycle_time_ns 23.73 \
    dieArea_mm2 0.0180 \
    fp_util_pct 32.4 \
    seqPwrFrac_pct 0 \
    topCellsByArea "ha_1, nor2b_1, a21o_1, xnor2_1, a21oi_1" \
    critPathKind "primary input to output pin" \
    finalNonFillerCells 923 \
    postCtsSetupRepairBufs 0 \
    fin_tns_setup_ns 0 \
    arrival_ns 14.61 \
    hpwl_mm 13.1 \
    ys_types 57 \
    required_ns 36.48 \
    num_rows 41 \
    place.port_buffers 189 \
    setup_viol 0 \
    clockPowerShare_pct 0 \
    avgSynthCellArea_um2 6.89 \
    grt_usage_pct 15.7 \
    grt-ovfl-total 0 \
    grt_pass1_vias 4729 \
    tightest_slew_ns 0.658 \
    ys_warn_count 1 \
    syn-cell-area_mm2 0.00410 \
    antenna_found_initial 0 \
    hold_buffers 0 \
    fillers 1272 \
    ir_drop_mv 0.00572 \
    final_cell_mix "clkdlybuf4s50_1, nor2b_1, ha_1" \
    antennaDiodeCount 0 \
    drv_cap 0 \
    endpoint_kind "output pin" \
    post-place-cells 923 \
    num_vias 4788 \
    finalMaxSlewViolations 0 \
    p_comb_share_pct 100.0 \
    power_leakage_nw 2.71 \
    ys_cells 595 \
    numSequentialCells 0 \
    largest_area_cell "ha_1" \
    gp_congestion 0.934 \
    drc 0 \
    grt_max_degree 63 \
    swShare_pct 42.3 \
    holdWs_ns 18.24 \
    grt_pass1_wl_mm 24.0 \
]
[per-layer routing]
| layer | vias to the layer above | wire (µm) | GRT usage, % |
|---|---|---|---|
| met5 | - | 0 | 0 |
| met3 | 6 | 760 | 2.35 |
| li1 | 2492 | - | - |
| met2 | 125 | 7200 | 27.7 |
| met4 | 0 | 47 | 0.544 |
| met1 | 2165 | 7030 | 20.7 |
[final timing paths]
check,startpoint,to,depth (start not counted)
setup / recovery,Branch,NextPC[60],18
hold / removal,CurrentPC[0],NextPC[0],0
[power groups by stage]
stage	clock network [mW]	registers, mW	logic [mW]
after CTS	0	0	0.0976
after global routing	0	0	0.106
final	0	0	0.0962
[synth_stat cells (all sizes together) (2+ instances only)]
cell / n
nor2b: 67
ha: 61
a21oi: 57
a21o: 50
nand2: 43
xnor2: 39
nor2: 34
o21ai: 30
clkbuf: 28
nand4: 20
xor2: 19
inv: 15
nand3: 13
nor3: 12
o21bai: 12
a31oi: 9
and2: 7
and3: 6
buf: 6
nand2b: 6
a21boi: 5
o211ai: 5
or3: 5
a221o: 4
o21a: 4
a211oi: 3
a221oi: 3
a41oi: 3
o31ai: 3
or2: 3
a2111oi: 2
and4: 2
nor3b: 2
nor4: 2
o2111ai: 2
o41ai: 2
[critical path, stage by stage]
cell and delay (ns):
clkdlybuf4s50_1 0.44, a21oi_4 0.15, buf_4 0.53, or2_2 0.22, ha_1 0.17, inv_1 0.06
fa_1 0.40, and2b_1 0.23, o211ai_1 0.13, a211o_1 0.36, a211oi_1 0.46, o2111a_1 0.30
nor3_1 0.11, o41ai_1 0.63, nor3b_1 0.44, a31oi_1 0.17, xnor2_1 0.19, clkdlybuf4s50_1 0.50
[final cells by class]
cell class	count	area, µm²	area share, %
Inverter	15	56.3	0.925
Multi-Input combinational cell	546	3920	64.3
Tap cell	172	215	3.54
Timing Repair Buffer	190	1900	31.2
[stage by stage]
stage | instance area, µm² | total power, mW
2_1_floorplan | 4100 | 0.0475
3_3_place_gp | 6090 | 0.0970
3_5_place_dp | 6090 | 0.0968
4_1_cts | 6090 | 0.0976
5_1_grt | 6090 | 0.106
6_report | 6090 | 0.0962
[cells by family (layout without fill, tap and decap cells)]
logic type,count (synthesis),after routing,synth area share [%]
XOR/XNOR,58,58,12.4
AND-OR/OR-AND,201,201,34.2
buffers and inverters,49,205,4.79
AND/OR/NAND/NOR,225,225,29.5
adder cells (fa/ha/maj),62,62,19.1
Power figures rest on the tool's default switching activity, not on a simulated workload.
